<file path="./run.sh">
#!/bin/bash
# OpenROAD 26Q1-2900-gdf79404cd8, Yosys 0.63+post, stock flow scripts
make -C /OpenROAD-flow-scripts/flow DESIGN_CONFIG=/design/flow/config.mk WORK_HOME=/design/flow/orfs finish
</file>
<file path="./config.mk">
export PLATFORM = sky130hd
export DESIGN_NAME = Top_level_module
export DESIGN_NICKNAME = Top_level_module
export VERILOG_FILES = /design/flow/design.v
export SDC_FILE = /design/flow/constraint.sdc
export NUM_CORES = 4
export LEC_CHECK = 1
export CORE_AREA = 10 10 74 74
export DIE_AREA = 0 0 84 84
</file>
<file path="./constraint.sdc">
current_design Top_level_module

set clk_period 2.6
set clk_io_pct 0.2

create_clock -name clk0 -period $clk_period [get_ports {Clock}]

set non_clock_inputs [all_inputs -no_clocks]
set_input_delay [expr $clk_period * $clk_io_pct] -clock clk0 $non_clock_inputs
set_output_delay [expr $clk_period * $clk_io_pct] -clock clk0 [all_outputs]
</file>
<file path="./design.v">
module Top_level_module(
input nReset,Clock,Enable,
output [3:0]Co1,
output [3:0]Co10,
output [3:0]Co100
);
wire nexten1,nexten2,nexten3;
BCD_Counter BCD1(nReset,Clock,Enable,nexten1,Co1);
BCD_Counter BCD2(nReset,Clock,nexten1&Enable,nexten2,Co10);
BCD_Counter BCD3(nReset,Clock,nexten1&Enable&nexten2,nexten3,Co100);
endmodule
module BCD_Counter(
	input wire nRes, Clock, CntEn,
	output NextEn,
	output reg [3:0] Cout
);
always @(posedge Clock or negedge nRes) begin
	if (nRes == 0) begin
		Cout <= 4'b0000;
	end 
	else if (CntEn) begin
		if (Cout == 4'd9) begin
			Cout <= 4'b0000;  	
		end
		else begin
			Cout <= Cout + 4'b0001;
		end
	end
end
assign NextEn=(Cout == 4'd9)? 1'b1 : 1'b0;
endmodule
</file>
==> run notes <==
Item: results of the latest flow run.

- Global routing used approximately 4.3% of the available tracks across all layers.
- Pin placement for this block handled 15 I/O pins.
- The summed standard-cell area reported by yosys is approximately 630 um2.
- The detailed-route wire length is 1440 um.
- Once layout is complete, the utilization of the core stands at ~22%.
- The fraction of the cycle the final worst path needs is around two thirds.
- The number of pins with negative max-slew slack in the final report is 0.
- The post-synth count of flops with an enable pin is 0.
- For the worst-skew pair, the clock arrives at the later sink with an insertion delay of between 0.2 and 0.25 ns.
- Counting I/O delays and the setup requirement, the final critical path takes 1.75 ns.
- The deepest clock path buffer count is 2.
- The horizontal die dimension is between 80 and 90 um.
- The cell with the largest stage delay on the worst path is sky130_fd_sc_hd__clkdlybuf4s50_1.
- The longest individual stage delay on the worst path is approximately 0.52 ns.
- The number of diodes is 0.
- The first detailed-routing pass took 4 iterations.
- The hold slack is ~0.5 ns.
- The combined buffer and inverter count along the critical path is 1.
- Sequential elements use between 40% and 50% of the synthesized area.
- The registers of the reported paths see a clock transition of 0.06 ns.
- The synthesized netlist handed to floorplanning was reported with a cell count of approximately 60.
- The die extent in y is about 84 um.
- The total negative slack is 0 ns.
- Recorded from the global router log, the overflow total was 0.
- Per the repair_timing log after CTS, setup buffers inserted total 0.
- The HPWL reported at the end of detailed placement is ~1100 um.
- Per the placement log, port buffering inserted 14 buffers.
- STA classifies the critical path startpoint as a flop.
- The final route contains around 520 vias.
- In this run, distinct cell masters in the synthesized netlist total 28.
- TritonCTS built the clock tree.
- The headroom to the max-slew limit is between 60% and 70%.
- VDD sags by at most about 0.47 mV.
- The run finished with clean final reports.
- The number of global-route vias before repair is about 530.
- The cell family contributing the most delay on the critical path is buffers and inverters.
- The final hold violation count recorded for this run is 0.
- The report lists the cells along the critical path as clkdlybuf4s50_1.
- The first-pass GRT wire length is about 2600 um.
- The number of antenna violations at the first check in global routing is 0.
- Setup repair after global routing left no endpoint under its margin.
- The clock root buffer master is sky130_fd_sc_hd__clkbuf_8.
- The detailed-route DRC error count is 0.
- The most common logic cells in the final layout are sky130_fd_sc_hd__clkdlybuf4s50_1, sky130_fd_sc_hd__dfrtp_1, sky130_fd_sc_hd__nand2_1, sky130_fd_sc_hd__nor2b_1, sky130_fd_sc_hd__nand3_1.
- After synthesis, the share of flip-flops with an asynchronous set or reset is 100%.
- A synthesized cell averages ~10 um2.
- The area of the mapped netlist is around 630 um2.
- Nets still carrying antenna violations after routing amount to 0.
- Counting flops and latches in the post-synthesis netlist gives 12.
- The H-tree level count is 1.
- In the setup report, the worst path falls into the class flop to output pin.
- Endpoints with negative setup slack in the final report add up to 0.
- The power density normalized to cell area is 1030 nW/um2.
- The number of cells reported by Yosys stat comes to 60.
- The number of resized instances in the post-cts repair step is 0.
- The total number of yosys warnings is 1.
- The area overhead of the layout relative to synthesis is 40.2%.
- The floorplan step defined a die boundary enclosing roughly 7100 um2.
- Using the TritonRoute via totals, the vias-per-cell ratio works out to around 4.
- After its last routability iteration, the placer logged a weighted congestion of approximately 0.79.
- The number of clock buffers added by TritonCTS is 3.
- The predominant post-synthesis flop cell is sky130_fd_sc_hd__dfrtp_1.
- The slew at the pin closest to its max-slew limit is about 0.55 ns.
- After detailed routing, the average wire length per cell comes to about 11 um.
- Per the log, the first TritonRoute iteration ended with a DRC count of 22.
- In this run, post-CTS hold repair placed 0 buffers.
- The highest clock rate this design can be run at is 570 MHz.
- The floorplan has 23 rows.
- The number of warnings reported in the stage logs is 25.
- Entering global routing, the biggest net connects 13 pins.
- STA puts the critical path data required time at between 2 and 2.5 ns.
- In the floorplan report the effective utilization is approximately 16%.
- The leakage power total is 0.370 nW.
- In the final run the clock tree shows a worst skew of 0.00379 ns.
- Counting only logic cells after layout, the most numerous master is sky130_fd_sc_hd__clkdlybuf4s50_1.
- STA puts the critical path data arrival time at 1.23 ns.
- Per the run summary, max-cap violations total 0.
- Of all nets on the critical path, the largest fanout is 9.
- The layout summary lists the proportion of cells stronger than drive strength 1 as just under 8%.
- Power comes to a little over 900 uW.
- The tightest min-delay check is of the flop to flop type.
- The type of destination of the critical path is an output pin.
- The core region is 3970 um2.
- The count of clock tree sinks is 12.
[sequential cells by signal, indices dropped and copies added, names as in the netlist]
register / cells
BCD1.Cout: 4
BCD2.Cout: 4
BCD3.Cout: 4
[metrics by stage]
step,std cells,setup slack (ns),area (um2)
2_1_floorplan,60,1.12,629
3_3_place_gp,123,0.624,827
3_5_place_dp,123,0.618,827
4_1_cts,127,0.832,882
5_1_grt,127,0.779,882
6_report,127,0.847,882
[cell usage after synthesis, types with 2 or more instances]
| cell type | n | area [um2] |
|---|---|---|
| sky130_fd_sc_hd__dfrtp_1 | 12 | 300 |
| sky130_fd_sc_hd__o21ai_0 | 2 | 10.0 |
| sky130_fd_sc_hd__nor2_1 | 2 | 7.51 |
| sky130_fd_sc_hd__and3b_1 | 2 | 17.5 |
| sky130_fd_sc_hd__xnor2_1 | 3 | 26.3 |
| sky130_fd_sc_hd__nor2b_1 | 5 | 31.3 |
| sky130_fd_sc_hd__nand2_1 | 5 | 18.8 |
| sky130_fd_sc_hd__nor3_1 | 2 | 10.0 |
| sky130_fd_sc_hd__nand3_1 | 5 | 25.0 |
| sky130_fd_sc_hd__xor2_1 | 3 | 26.3 |
| sky130_fd_sc_hd__a21o_1 | 2 | 15.0 |
[per-layer routing]
layer	GRT usage [%]	part of all wire [%]
met1	6.91	59
met2	4.95	33
met3	2.26	8.0
met4	0.152	0.35
met5	0	0
[logic make-up after synthesis]
family                    count (synthesis)  share of synthesized area, %
AOI/OAI and AO/OA                         8                          8.55
DFF                                      12                          47.7
muxes                                     1                          1.79
buffers and inverters                     2                          1.39
and+or+nand+nor                          31                          32.2
xor gates and xnor gates                  6                          8.35
[area by class of cell]
| class | instances | area [um2] |
|---|---|---|
| fill | 430 | 3090 |
| multi-input combinational | 46 | 320 |
| sequential | 12 | 300 |
| timing repair buffer | 14 | 140 |
| tap | 50 | 62.6 |
| clock buffer | 4 | 55.1 |
| inverter | 1 | 3.75 |
[power by group]
group | internal (mW) | switching, mW
clock | 0.134 | 0.0709
sequential | 0.257 | 0.104
combinational | 0.216 | 0.127
[worst paths after layout]
| check | from | end | slack, ns | depth (start not counted) |
|---|---|---|---|---|
| min | BCD2.Cout[0] | BCD2.Cout[0] | 0.50 | 1 |
| max reg2reg | BCD1.Cout[1] | BCD3.Cout[3] | 0.99 | 3 |
| max in group asynchronous | nReset | BCD3.Cout[3] | 1.60 | 1 |
| min reg2reg | BCD2.Cout[0] | BCD2.Cout[0] | 0.50 | 1 |
| max | BCD2.Cout[1] | Co10[1] | 0.85 | 1 |
| min in group asynchronous | nReset | BCD2.Cout[1] | 0.64 | 1 |
No activity file was given, so power comes from the tool's default toggle rates.
